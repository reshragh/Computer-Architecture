--- design/flow/config.mk ---
export PLATFORM = sky130hd
export DESIGN_NAME = project2
export DESIGN_NICKNAME = project2
export VERILOG_FILES = /design/flow/design.v
export SDC_FILE = /design/flow/constraint.sdc
export NUM_CORES = 4
export LEC_CHECK = 1
export CORE_UTILIZATION = 50
--- design/flow/design.v ---
`timescale 1ns / 1ps
module project2( switch,btn,clk,anode,seg,led,switch4,switch5);
    input [3:0] switch; 
	 input switch4,switch5;
    input [3:0] btn; 
    input clk; 
	 output [3:0] anode;
    output [7:0] seg; 
	 output [3:0] led; 
    reg [7:0] seg0; 
    reg [7:0] seg1; 
    reg [7:0] seg2; 
    reg [7:0] seg3; 
    reg [3:0] anode;
    reg [7:0] seg;
	 reg [3:0] led;
	 reg [3:0] cnt=4'b 0000; 
	 reg slow_clock;
    integer count,no,guess,flag=0;
	 integer fbtn1=0,sw4=0,state=0,state1=0,lhflag=0;
	 integer fbtn=0;
    always @(posedge clk)
	 begin
      create_slow_clock(clk, slow_clock); 
	   if (flag==1) 
	   begin
	      if (count > 5000000) 
         begin
           count=0;
           led= ~ led;
         end 
      count = count+1;
      end 
	 end 
	 always @(posedge slow_clock)
    begin
	   case(anode)
        4'b 1110: anode=4'b 1101;
        4'b 1101: anode=4'b 1011;
        4'b 1011: anode=4'b 0111;
	     4'b 0111: anode=4'b 1110;
	     default: anode = 4'b 1110;
      endcase
	   case (anode)
	     4'b 1110: seg=seg0;
        4'b 1101: seg=seg1;
        4'b 1011: seg=seg2;
	     4'b 0111: seg=seg3;
	   endcase 
	   if ((switch5 == 0)&&(sw4==0))
	   begin
	       no=switch;
	       case(btn)
	       4'b1000: 
	       begin
	         fbtn=fbtn+1;
	         no=switch;
	         seg3=cathode(switch);
	         if(fbtn==1)
	         begin
	           seg0=8'b11111111;
	           seg1=8'b11111111;
	           seg2=8'b11111111;
	         end
	       end
          4'b0100: 
	       begin
	         fbtn=fbtn+1;
	         no=switch;
	         seg2=cathode(switch);
	           if(fbtn==1)
	           begin
	           seg0=8'b11111111;
	           seg1=8'b11111111;
	           seg3=8'b11111111;
	           end
          end
          4'b0010: 
	       begin
	         fbtn=fbtn+1;
	         no=switch;
	         seg1=cathode(switch);
	         if(fbtn==1)
	         begin
	           seg0=8'b11111111;
	           seg3=8'b11111111;
	           seg2=8'b11111111;
	         end
          end
          4'b0001: 
	       begin
	         fbtn=fbtn+1;
	         no=switch;
	         seg0=cathode(switch);
	         if(fbtn==1)
	         begin
	           seg3=8'b11111111;
	           seg1=8'b11111111;
	           seg2=8'b11111111;
	         end
	       end
	       default: 
	       begin
	         if((btn==4'b0000)&&(fbtn==0))
	         begin
	           seg0=8'b 11111001;
	           seg1=8'b 11000111;
	           seg2=8'b 10001100;
	           seg3=8'b 11111111;
	         end
	       end
          endcase 
	  end 
	  else if ((switch5==1)&&(sw4==0)&&(state1==0))
	  begin
	    case(btn)
	    4'b1000: 
	    begin
	    fbtn1=fbtn1+1;
	    seg3=cathode(switch);
	      if(fbtn1==1)
	      begin
	        seg0=8'b11111111;
	        seg1=8'b11111111;
	        seg2=8'b11111111;
	      end
	    end
       4'b0100: 
	    begin
	    fbtn1=fbtn1+1;
	    seg2=cathode(switch);
	      if(fbtn1==1)
	      begin
	        seg0=8'b11111111;
	        seg1=8'b11111111;
	        seg3=8'b11111111;
	      end
         end
       4'b0010: 
	    begin
	    fbtn1=fbtn1+1;
	    seg1=cathode(switch);
	      if(fbtn1==1)
	      begin
	        seg0=8'b11111111;
	        seg3=8'b11111111;
	        seg2=8'b11111111;
	      end
       end
       4'b0001: 
	    begin
	    fbtn1=fbtn1+1;
	    seg0=cathode(switch);
	      if(fbtn1==1)
	      begin
	        seg3=8'b11111111;
	        seg1=8'b11111111;
	        seg2=8'b11111111;
	      end
	    end
	    default:
	    begin
	      if((btn==4'b0000)&&(fbtn1==0)&&(lhflag==0))
	      begin
	        seg0=8'b 10100100;
	        seg1=8'b 11000111;
	        seg2=8'b 10001100;
	        seg3=8'b 11111111;
	      end
	    end 
       endcase 
	    if (switch4==1)
	    begin
	      state=2;
	      sw4=sw4+1;
	      state1=2;
	    end 
	  end 
	  if ((switch4==0)&&(state==2))
	  begin
	    if (sw4==1) 
	    begin
	      guess=switch;
		   cnt=cnt+1; 
		   if (guess==no) 
		   begin
		     flag=1;
		     seg0=cathode(cnt);
		     seg3=8'b11111111;
	        seg1=8'b11111111;
	        seg2=8'b11111111;
		     state1=3; 
		     sw4=2; 
		     state=0; 
		   end 
		   else if(guess>no) 
		   begin
		     seg0=8'b 11111001;
		     seg1=8'b 10001001;
		     seg2=8'b 10100100;
		     seg3=8'b 11111111;
		     sw4=0; 
		     state1=0; 
		     lhflag=1; 
		     state=0; 
		   end 
		   else if(guess<no) 
		   begin
		     seg0=8'b 11000000;
		     seg1=8'b 11000111;
		     seg2=8'b 10100100;
		     seg3=8'b 11111111;
		     sw4=0; 
		     state1=0; 
		     lhflag=1; 
		     state=0; 
		   end 
	    end 
	  end 
	end 
	 task create_slow_clock;
      input clock;
      inout slow_clock;
      integer cunt;
      begin
        if (cunt > 25000)
        begin
          cunt=0;
          slow_clock = ~slow_clock;
        end
      cunt = cunt+1;
      end
    endtask 
	 function [7:0] cathode;
     input [3:0] switch;
     begin
       case (switch)
	    0: cathode = 8'b 11000000;
       1: cathode = 8'b 11111001;
       2: cathode = 8'b 10100100;
	    3: cathode = 8'b 10110000;
	    4: cathode = 8'b 10011001;
	    5: cathode = 8'b 10010010;
	    6: cathode = 8'b 10000010;
	    7: cathode = 8'b 11111000;
	    8: cathode = 8'b 10000000;
	    9: cathode = 8'b 10010000;
	   10: cathode = 8'b 10001000;
	   11: cathode = 8'b 10000011;
	   12: cathode = 8'b 11000110;
	   13: cathode = 8'b 10100001;
	   14: cathode = 8'b 10000110;
	   15: cathode = 8'b 10001110;
      endcase
	  end
   endfunction 
	endmodule
--- design/flow/run.sh ---
#!/bin/bash
# OpenROAD 26Q1-2900-gdf79404cd8, Yosys 0.63+post, stock flow scripts
make -C /OpenROAD-flow-scripts/flow DESIGN_CONFIG=/design/flow/config.mk WORK_HOME=/design/flow/orfs finish
--- design/flow/constraint.sdc ---
current_design project2

set clk_period 8.8
set clk_io_pct 0.2

create_clock -name clk0 -period $clk_period [get_ports {clk}]

set non_clock_inputs [all_inputs -no_clocks]
set_input_delay [expr $clk_period * $clk_io_pct] -clock clk0 $non_clock_inputs
set_output_delay [expr $clk_period * $clk_io_pct] -clock clk0 [all_outputs]
==> impl_summary.log <==
[report] implementation figures
[metrics] Mapped Avg Cell Area: 9.37 um^2
[metrics] Port Buffer Count: 26
[metrics] Inserted Clock Buffers: 5
[metrics] maximum clock insertion buffer count: 2
[metrics] iteration-0 DRC count of the detailed router: 860
[metrics] crit path kind: reg2reg
[metrics] met3 wire length: 1780 um
[metrics] power density over cell area: 28.4 nW/um^2
[metrics] most frequent standard cell in the layout excluding fill and tap cells: sky130_fd_sc_hd__dfxtp_1
[metrics] clk slew on worst S/H paths: 50 ps
[metrics] end-of-flow core utilization: 53.8%
[metrics] largest fanout on the critical path: 7
[metrics] Worst-Margin Slew: 966 ps
[metrics] post-route insts no fill: 1817
[metrics] power share of the clock group: 40.6%
[metrics] number of global-route vias before repair: 9649
[metrics] Final Wtd Congestion: 0.983
[metrics] fill cell count: 2401
[metrics] number of remaining DRC errors: 0
[metrics] count of endpoints failing setup in the final report: 0
[metrics] switching share of power: 24.5%
[metrics] switching power summed over all nets: 0.102 mW
[metrics] P_int: 0.312 mW
[metrics] reg2reg end: count[24]$_DFFE_PP_
[metrics] met1 layer wirelength in the final routing: 15100 um
[metrics] number of nets with antenna violations after detailed routing: 0
[metrics] Cells on Worst Hold Path: 1
[metrics] leak pwr: 5.36 nW
[metrics] antenna cell count: 0
[metrics] number of max-slew violations in the final report: 0
[metrics] Data arrival, critical path: 4150 ps
[metrics] chip area from the yosys synthesis statistics: 13900 um^2
[metrics] Dominant Register Cell: sky130_fd_sc_hd__dfxtp_1
[metrics] share of power burned in registers: 46.0%
[metrics] number of cells in Yosys stat: 1482
[metrics] CTS resizes: 0
[metrics] stage-log warning count: 41
[metrics] core area: 27100 um^2
[metrics] overall fraction of global-route tracks in use: 23.0%
[metrics] tightest slew margin relative to the limit: 34.0%
[metrics] Yosys warning count: 33
[metrics] TritonRoute pass-1 iters: 7
[metrics] share of final-layout standard cells stronger than drive strength 1: 4.22%
[metrics] Seq/Total Area, Yosys: 48.4%
[metrics] Post CTS Setup Buffer Count: 0
[metrics] overall via count from detail_route: 10404
[metrics] Cell Area, Synth: 13900 um^2
[metrics] final worst clock skew: 4.55 ps
[metrics] die area: 28400 um^2
[metrics] Clock Root Buffer: sky130_fd_sc_hd__clkbuf_16
[metrics] critical path capture point type: flop
[metrics] area growth from synthesis to layout: 4.96%
[metrics] flip-flop and latch count after synthesis: 279
[metrics] overall overflow remaining after global route: 0
[metrics] top layer reached by signal wires: met4
[metrics] DR WL met2: 12900 um
[metrics] Max-cap violations: 0
[metrics] min cycle time layout: 4130 ps
[metrics] first-pass GRT wire length: 50500 um
[metrics] HPWL after detailed placement: 22000 um
[metrics] final cycle utilization of the critical path: 46.9%
[metrics] class of the most critical hold timing path: reg2reg
[metrics] ratio of routed vias to standard cells: 5.73
[metrics] H-tree depth: 2
[metrics] count of library flops with an enable pin: 114
[metrics] Worst Hold Launch: led[2]$_DFFE_PP_
[metrics] proportion of register bits with asynchronous set or reset after synthesis: 0%
[metrics] Post-synth area hogs: sky130_fd_sc_hd__edfxtp_1, sky130_fd_sc_hd__dfxtp_1, sky130_fd_sc_hd__and2_1
[metrics] required time of the critical path: 8820 ps
[metrics] total length of routed wires: 30200 um
[metrics] worst hold slack after final layout: 544 ps
[metrics] number of register pins that no clock reaches: 242
[metrics] number of cells on the worst reg-to-reg path: 13
[metrics] largest net degree at the start of global routing: 89
[metrics] setup TNS: 0 ps
[metrics] startpoint of the worst-slack reg-to-reg timing path: count[17]$_DFFE_PP_
[metrics] Die H: 169 um
[metrics] result of the run: completed
[metrics] placed cells: 1809
[metrics] Hold Violations, Final: 0
[metrics] latest clock arrival within the worst-skew pair: 280 ps
[metrics] VDD IR max: 0.0000670 V
[metrics] Ports: 27
[metrics] max frequency: 242 MHz
[metrics] Yosys top cell area share: 24.7%
[metrics] endpoint of the worst hold-timing path: led[2]$_DFFE_PP_
[metrics] dominant cell type by area after synthesis: sky130_fd_sc_hd__edfxtp_1
[metrics] hold buffer count at cts: 0
[metrics] most numerous logic cells after layout: sky130_fd_sc_hd__dfxtp_1, sky130_fd_sc_hd__nor2_1, sky130_fd_sc_hd__nand2_1
[metrics] Synth cell types: 81
[metrics] floorplan die width: 169 um
[metrics] TritonCTS clock tree: done
[metrics] number of rows created at floorplan: 60
[metrics] cells after synthesis: 1482
[metrics] worst reg-to-reg setup slack: 4670 ps
[metrics] initial antenna violation count: 0
[metrics] initial core utilization: 51.2%
[metrics] category of the worst setup path launch point: flop
[metrics] Comb pwr share: 13.3%
[metrics] count of endpoints without a timing constraint: 355
[metrics] WL/cell: 16.6 um
[metrics] setup repair after global routing missed its margin: no
-- sequential cells by signal, summed over array words and instances (netlist names) --
name,flops
anode,4
seg3,8
fbtn,32
cnt,4
count,32
seg2,8
fbtn1,32
seg,8
lhflag,1
state1,32
seg1,8
sw4,32
slow_clock,1
state,32
led,4
seg0,8
no,32
flag,1
-- layout make-up --
class / count / area [um^2] / area share [%]
Clock buffer: 6 / 129 / 0.884
Clock inverter: 2 / 10.0 / 0.0687
Inverter: 45 / 169 / 1.16
Multi-Input combinational cell: 1066 / 6650 / 45.6
Sequential cell: 279 / 6730 / 46.2
Tap cell: 372 / 465 / 3.19
Timing Repair Buffer: 47 / 418 / 2.87
-- cells in the mapped netlist, drive strengths merged (11+ instances only) --
cell type  instances
a21oi             54
ha                26
and2              81
or2               11
dfxtp            165
nand3             50
nand2            120
nand4             53
or3               22
a211oi            18
xor2              40
nor2             129
o21ai             63
nor4              54
xnor2             52
nor2b             33
and3              17
nor4b             13
buf               11
and4              18
edfxtp           114
a31oi             12
inv               44
nor3              55
clkbuf            89
-- power groups by stage --
stage	clock, mW	combinational, mW	sequential, mW
after CTS	0.173	0.0543	0.191
after global routing	0.181	0.0606	0.191
final	0.168	0.0552	0.191
-- worst max path at each step --
| stage | to | from | cells after the start | slack (ps) |
|---|---|---|---|---|
| CTS | count[24]$_DFFE_PP_ | count[17]$_DFFE_PP_ | 13 | 4720 |
| global route | count[24]$_DFFE_PP_ | count[17]$_DFFE_PP_ | 13 | 4350 |
| finish | count[24]$_DFFE_PP_ | count[17]$_DFFE_PP_ | 13 | 4670 |
-- stage by stage --
step | total power, mW | setup slack, ps | cell area (um^2)
5_1_grt | 0.432 | 4350 | 14600
4_1_cts | 0.418 | 4720 | 14600
3_5_place_dp | 0.248 | 4750 | 14400
3_3_place_gp | 0.248 | 4720 | 14400
2_1_floorplan | 0.228 | 5200 | 13900
6_report | 0.414 | 4670 | 14600
-- routing by layer --
metal | track usage, % | vias up
met1 | 40.1 | 4743
met3 | 2.81 | 35
met2 | 32.9 | 325
li1 | - | 5301
met5 | 0 | -
met4 | 3.68 | 0
-- logic make-up (layout without fill, tap and decap cells) --
kind of cell	after synthesis	count (layout)	synth area share, %
DFF	279	279	48.4
other	1	9	0.0270
buffers and inverters	145	100	4.06
AOI/OAI and AO/OA	240	240	11.5
xor gates and xnor gates	92	92	5.80
and+or+nand+nor	688	688	27.0
adders and majority gates	26	26	2.34
muxes	11	11	0.829
-- worst max-delay path, stage by stage, from the launching register on --
cell and delay, ps:
sky130_fd_sc_hd__edfxtp_1 480, sky130_fd_sc_hd__or4_1 600, sky130_fd_sc_hd__or4_1 430, sky130_fd_sc_hd__nor3_1 180
sky130_fd_sc_hd__o21a_1 230, sky130_fd_sc_hd__nor2_1 80, sky130_fd_sc_hd__nor2b_1 130, sky130_fd_sc_hd__ha_1 190
sky130_fd_sc_hd__and3_1 260, sky130_fd_sc_hd__nand4_1 310, sky130_fd_sc_hd__nor4_2 610, sky130_fd_sc_hd__nand3_1 170
sky130_fd_sc_hd__xor2_1 170, sky130_fd_sc_hd__nor2_1 50
Power and IR drop assume default switching activity.
